==> design/flow/design.v <==
module baud_rate #(
    parameter CLOCK_FREQUENCY = 50_000_000,
    parameter BAUD_RATE = 9600
)(
    input  logic clock,
    input  logic reset_n,
    output logic tick_1x,
    output logic tick_16x
);
localparam integer DIVISOR_16X = CLOCK_FREQUENCY / (BAUD_RATE * 16);
localparam integer COUNTER_WIDTH_16X = $clog2(DIVISOR_16X);
logic [COUNTER_WIDTH_16X-1:0] counter_16x;
logic [3:0] counter_1x;
always_ff @(posedge clock or negedge reset_n) begin
    if (!reset_n) begin
        counter_16x <= '0;
        tick_16x    <= 1'b0;
    end
    else begin
        if (counter_16x == DIVISOR_16X - 1) begin
            counter_16x <= '0;
            tick_16x    <= 1'b1;
        end
        else begin
            counter_16x <= counter_16x + 1'b1;
            tick_16x    <= 1'b0;
        end
    end
end
always_ff @(posedge clock or negedge reset_n) begin
    if (!reset_n) begin
        counter_1x <= '0;
        tick_1x    <= 1'b0;
    end
    else begin
        if (tick_16x) begin
            counter_1x <= counter_1x + 1'b1;
            if (counter_1x == 4'd15) begin
                tick_1x <= 1'b1;
            end else begin
                tick_1x <= 1'b0;
            end
        end
        else begin
            tick_1x <= 1'b0;
        end
    end
end
endmodule
module uart_rx #(
    parameter DATA_BITS = 8,
    parameter PARITY    = 0,
    parameter STOP_BITS = 1
)(
    input  logic                 clock,
    input  logic                 reset_n,
    input  logic                 tick_16x,
    input  logic                 rx_in,
    output logic [DATA_BITS-1:0] rx_data,
    output logic                 rx_done,
    output logic                 frame_error,
    output logic                 parity_error
);
typedef enum logic [2:0] {
    RX_IDLE   = 3'b000,
    RX_START  = 3'b001,
    RX_DATA   = 3'b010,
    RX_PARITY = 3'b011,
    RX_STOP   = 3'b100
} rx_state_t;
rx_state_t state;
logic [DATA_BITS-1:0] rx_shift_reg;
logic [3:0]           tick_counter;
logic [3:0]           bit_counter;
logic                 parity_calculation;
logic                 stop_counter;
logic sync_stage1, sync_stage2;
logic rx_synced;
always_ff @(posedge clock or negedge reset_n) begin
    if (!reset_n) begin
        sync_stage1 <= 1'b1;
        sync_stage2 <= 1'b1;
    end
    else begin
        sync_stage1 <= rx_in;
        sync_stage2 <= sync_stage1;
    end
end
assign rx_synced = sync_stage2;
always_comb begin
    case (PARITY)
        1: parity_calculation = ^rx_shift_reg;
        2: parity_calculation = ~(^rx_shift_reg);
        default: parity_calculation = 1'b0;
    endcase
end
always_ff @(posedge clock or negedge reset_n) begin
    if (!reset_n) begin
        state        <= RX_IDLE;
        rx_shift_reg <= '0;
        tick_counter <= '0;
        bit_counter  <= '0;
        stop_counter <= 1'b0;
        rx_data      <= '0;
        rx_done      <= 1'b0;
        frame_error  <= 1'b0;
        parity_error <= 1'b0;
    end
    else begin
        rx_done      <= 1'b0;
        frame_error  <= 1'b0;
        parity_error <= 1'b0;
        case (state)
            RX_IDLE: begin
                tick_counter <= '0;
                bit_counter  <= '0;
                if (rx_synced == 1'b0) begin
                    state <= RX_START;
                end
            end
            RX_START: begin
                if (tick_16x) begin
                    if (tick_counter == 4'd7) begin
                        tick_counter <= '0;
                        if (rx_synced == 1'b0)
                            state <= RX_DATA;
                        else
                            state <= RX_IDLE;
                    end
                    else begin
                        tick_counter <= tick_counter + 1'b1;
                    end
                end
            end
            RX_DATA: begin
                if (tick_16x) begin
                    if (tick_counter == 4'd15) begin
                        tick_counter <= '0;
                        rx_shift_reg <= {rx_synced, rx_shift_reg[DATA_BITS-1:1]};
                        bit_counter  <= bit_counter + 1'b1;
                        if (bit_counter == DATA_BITS - 1) begin
                            if (PARITY != 0)
                                state <= RX_PARITY;
                            else begin
                                stop_counter <= 1'b0;
                                state        <= RX_STOP;
                            end
                        end
                    end
                    else begin
                        tick_counter <= tick_counter + 1'b1;
                    end
                end
            end
            RX_PARITY: begin
                if (tick_16x) begin
                    if (tick_counter == 4'd15) begin
                        tick_counter <= '0;
                        stop_counter <= 1'b0;
                        if (rx_synced != parity_calculation)
                            parity_error <= 1'b1;
                        state <= RX_STOP;
                    end
                    else begin
                        tick_counter <= tick_counter + 1'b1;
                    end
                end
            end
            RX_STOP: begin
                if (tick_16x) begin
                    if (tick_counter == 4'd15) begin
                        tick_counter <= '0;
                        if (rx_synced != 1'b1)
                            frame_error <= 1'b1;
                        if (STOP_BITS == 2 && stop_counter == 1'b0) begin
                            stop_counter <= 1'b1;
                        end
                        else begin
                            rx_data <= rx_shift_reg;
                            rx_done <= 1'b1;
                            state   <= RX_IDLE;
                        end
                    end
                    else begin
                        tick_counter <= tick_counter + 1'b1;
                    end
                end
            end
            default: state <= RX_IDLE;
        endcase
    end
end
endmodule
module uart_top #(
    parameter CLOCK_FREQUENCY = 50_000_000,
    parameter BAUD_RATE       = 9600,
    parameter DATA_BITS       = 8,
    parameter PARITY          = 0,
    parameter STOP_BITS       = 1
)(
    input  logic                 clock,
    input  logic                 reset_n,
    input  logic                 rx_in,
    output logic                 tx_out,
    input  logic [DATA_BITS-1:0] tx_data,
    input  logic                 tx_start,
    output logic                 tx_busy,
    output logic                 tx_done,
    output logic [DATA_BITS-1:0] rx_data,
    output logic                 rx_done,
    output logic                 frame_error,
    output logic                 parity_error
);
logic tick_1x;
logic tick_16x;
baud_rate #(
    .CLOCK_FREQUENCY(CLOCK_FREQUENCY),
    .BAUD_RATE(BAUD_RATE)
) baud_rate_inst (
    .clock(clock),
    .reset_n(reset_n),
    .tick_1x(tick_1x),
    .tick_16x(tick_16x)
);
uart_tx #(
    .DATA_BITS(DATA_BITS),
    .PARITY(PARITY),
    .STOP_BITS(STOP_BITS)
) uart_tx_inst (
    .clock(clock),
    .reset_n(reset_n),
    .tick_1x(tick_1x),
    .tx_data(tx_data),
    .tx_start(tx_start),
    .tx_out(tx_out),
    .tx_busy(tx_busy),
    .tx_done(tx_done)
);
uart_rx #(
    .DATA_BITS(DATA_BITS),
    .PARITY(PARITY),
    .STOP_BITS(STOP_BITS)
) uart_rx_inst (
    .clock(clock),
    .reset_n(reset_n),
    .tick_16x(tick_16x),
    .rx_in(rx_in),
    .rx_data(rx_data),
    .rx_done(rx_done),
    .frame_error(frame_error),
    .parity_error(parity_error)
);
endmodule
module uart_tx #(
    parameter DATA_BITS = 8,
    parameter PARITY    = 0,
    parameter STOP_BITS = 1
)(
    input  logic                 clock,
    input  logic                 reset_n,
    input  logic                 tick_1x,
    input  logic [DATA_BITS-1:0] tx_data,
    input  logic                 tx_start,
    output logic                 tx_out,
    output logic                 tx_busy,
    output logic                 tx_done
);
typedef enum logic [2:0] {
    TX_IDLE   = 3'b000,
    TX_START  = 3'b001,
    TX_DATA   = 3'b010,
    TX_PARITY = 3'b011,
    TX_STOP   = 3'b100
} tx_state_t;
tx_state_t state;
logic [DATA_BITS-1:0] tx_shift_register;
logic [3:0]           bit_counter;
logic                 parity_bit;
logic                 stop_counter;
always_comb begin
    case (PARITY)
        1: parity_bit = ^tx_shift_register;
        2: parity_bit = ~(^tx_shift_register);
        default: parity_bit = 1'b0;
    endcase
end
always_ff @(posedge clock or negedge reset_n) begin
    if (!reset_n) begin
        state             <= TX_IDLE;
        tx_shift_register <= '0;
        bit_counter       <= '0;
        stop_counter      <= 1'b0;
        tx_out            <= 1'b1;
        tx_busy           <= 1'b0;
        tx_done           <= 1'b0;
    end
    else begin
        tx_done <= 1'b0;
        case (state)
            TX_IDLE: begin
                tx_out  <= 1'b1;
                tx_busy <= 1'b0;
                if (tx_start) begin
                    tx_shift_register <= tx_data;
                    tx_busy           <= 1'b1;
                    state             <= TX_START;
                end
            end
            TX_START: begin
                tx_out <= 1'b0;
                if (tick_1x) begin
                    bit_counter <= '0;
                    state       <= TX_DATA;
                end
            end
            TX_DATA: begin
                tx_out <= tx_shift_register[0];
                if (tick_1x) begin
                    tx_shift_register <= tx_shift_register >> 1;
                    bit_counter       <= bit_counter + 1'b1;
                    if (bit_counter == DATA_BITS - 1) begin
                        if (PARITY != 0)
                            state <= TX_PARITY;
                        else begin
                            stop_counter <= 1'b0;
                            state        <= TX_STOP;
                        end
                    end
                end
            end
            TX_PARITY: begin
                tx_out <= parity_bit;
                if (tick_1x) begin
                    stop_counter <= 1'b0;
                    state        <= TX_STOP;
                end
            end
            TX_STOP: begin
                tx_out <= 1'b1;
                if (tick_1x) begin
                    if (STOP_BITS == 2 && stop_counter == 1'b0) begin
                        stop_counter <= 1'b1;
                    end
                    else begin
                        tx_done <= 1'b1;
                        tx_busy <= 1'b0;
                        state   <= TX_IDLE;
                    end
                end
            end
            default: state <= TX_IDLE;
        endcase
    end
end
endmodule
==> design/flow/run.sh <==
#!/bin/bash
# OpenROAD 26Q1-2900-gdf79404cd8, Yosys 0.63+post, stock flow scripts
make -C /OpenROAD-flow-scripts/flow DESIGN_CONFIG=/design/flow/config.mk WORK_HOME=/design/flow/orfs finish
==> design/flow/config.mk <==
export PLATFORM = sky130hd
export DESIGN_NAME = uart_top
export DESIGN_NICKNAME = uart_top
export VERILOG_FILES = /design/flow/design.v
export SDC_FILE = /design/flow/constraint.sdc
export NUM_CORES = 4
export LEC_CHECK = 1
export CORE_UTILIZATION = 30
==> design/flow/constraint.sdc <==
current_design uart_top

set clk_period 2.7
set clk_io_pct 0.2

create_clock -name clk0 -period $clk_period [get_ports {clock}]

set non_clock_inputs [all_inputs -no_clocks]
set_input_delay [expr $clk_period * $clk_io_pct] -clock clk0 $non_clock_inputs
set_output_delay [expr $clk_period * $clk_io_pct] -clock clk0 [all_outputs]
==> impl_metrics.csv <==
group,metric,value,unit
logic_synthesis,synth_cells,243,
logic_synthesis,synth-area-yosys,0.002940,mm²
pwr,leakage,1.578,nW
critical_path,slowest_delay,0.54,ns
cts,cts_buffers,9,
placed_design,hpwl,3032,µm
critical_path,critical_path.startpoint_type,"register",
critical_path,r2r_end,"uart_tx_inst.tx_shift_register[5]$_DFFE_PN0P_",
final_timing,timing.final.setup_violations,0,
cts,numClockSinks,66,
critical_path,critPathCaptureType,"output port",
final_timing,rsz0062_at_grt,"false",
final_layout,largest_reg_flops,9,
final_timing,tightest_slew,0.6230,ns
pwr,power_report.internal_total,1.473,mW
global_routing,grt_first_pass_wirelength,8197,µm
final_layout,post_route_cells_drive_above_1_share,18.55,%
pwr,power.clock.fraction,43.4,%
final_timing,layout_min_cycle_time,1.877,ns
logic_synthesis,ffs_w_async_s_r_synth,100.0,%
pwr,switching_power,0.4440,mW
pwr,sw_frac_of_total,23.16,%
final_timing,report.final.slew_viol_count,0,
final_layout,final_cell_count_no_fill,404,
detailed_routing,wl_per_cell,11.34,µm
flow_run,log.warning_count,26,
critical_path,required,2.16,ns
detailed_routing,finalWirelength,4582,µm
cts,postCtsHoldBufs,0,
pwr,worst_vdd_rail_ir_drop,228.3,µV
final_layout,final_design_area_no_fill,0.003481,mm²
critical_path,rrSetupSlack,0.89,ns
detailed_routing,drc,0,
logic_synthesis,yosys_register_bits,66,
placed_design,port-buffer-count,24,
logic_synthesis,post_synth.cell_area_avg,12.10,µm²
pwr,power_density,550.8,mW/mm²
final_timing,fin_setup_tns,0,ns
floorplan,initial_core_utilization,31.38,%
global_routing,gr-total-overflow,0,
pwr,sequentialPowerShare,53.3,%
floorplan,pin_count,26,
critical_path,worst_r2r_path_depth,4,
final_layout,syn2layout_area_growth,18.38,%
placed_design,post-place-cells,388,
critical_path,critical-path-top-delay-family,"flip-flops",
logic_synthesis,tally_of_unique_sky130hd_cells_used_after_synthesis,45,
final_timing,fin_ws,0.8234,ns
detailed_routing,route.antenna.remaining_nets,0,
final_layout,registers.top_by_ff_count,"baud_rate_inst.counter_16x",
final_timing,finClkSkew,0.008089,ns
status,status,"completed",
cts,clock_latency,0.34,ns
detailed_routing,route.antenna.diode_count,0,
pwr,comb_power_share,3.2,%
critical_path,critical_path.max_fanout,2,
floorplan,die_x,101,µm
final_timing,upper_clock_frequency_limit,0.5329,GHz
global_routing,grt_pass1_vias,1765,
logic_synthesis,synth_top_flop_cell,"sky130_fd_sc_hd__dfrtp_1",
final_layout,lay_top_count,"sky130_fd_sc_hd__dfrtp_1",
final_layout,final_layout_top_logic_cells,"61 x sky130_fd_sc_hd__dfrtp_1, 23 x sky130_fd_sc_hd__clkdlybuf4s50_1, 17 x sky130_fd_sc_hd__nor2_1",
hold_path,worstHoldPathType,"input pin to asynchronous set/reset pin",
logic_synthesis,synth_sequential_area_ratio,56.38,%
critical_path,critPathArrivalTime,1.34,ns
flow_run,cap_violations,0,
global_routing,grt_total_usage,10.14,%
logic_synthesis,post_synth_instance_area,0.002940,mm²
detailed_routing,vias_per_cell,4.520,
cts,ctsHtreeMaxLevel,3,
detailed_routing,num_vias,1826,
global_routing,grt_antenna_before_repair,0,
final_timing,final-hold-violation-count,0,
cts,clk_root_buffer_cell,"sky130_fd_sc_hd__clkbuf_8",
logic_synthesis,yosys_warnings,3,
logic_synthesis,yosysCellCount,243,
logic_synthesis,enable_flop_cells,0,
detailed_routing,first_pass_iters,4,
critical_path,crit_path_top_delay_cell,"sky130_fd_sc_hd__dfstp_2",
critical_path,timing.critical_path.cells,"clkdlybuf4s50_1",
floorplan,chip_area,0.01020,mm²
cts,post-cts-setup-buffer-count,0,
floorplan,num_rows,35,
global_routing,pin_count_of_the_biggest_net_entering_global_routing,26,
final_timing,max_slew_margin_vs_limit,58.46,%
placed_design,place.gp.congestion,0.7536,
floorplan,area_of_the_placeable_core,0.009371,mm²
critical_path,timing_worst_setup_path_type,"register to output port",
placed_design,place_worst_setup_slack,0.7911,ns
cts,cts_max_path_buffers,2,
cts,post_cts_resized,0,
critical_path,critical_path.reg2reg.startpoint,"uart_tx_inst.state[2]$_DFF_PN0_",
cts,clk_pin_slew_worst_paths,0.08,ns
detailed_routing,drt_iter0_drc,47,
critical_path,critical_path_buf_inv_count,1,
floorplan,die_h,101,µm
cts,cts_tree,"yes",
final_timing,final_min_period_over_clock_period,69.50,%
placed_design,dpl_cell_area,0.003282,mm²
==> per-layer routing <==
layer	wire [µm]	global-route usage (%)
met1	2311	15.28
met2	1990	15.02
met4	64	1.226
met5	0	0
met3	215	3.385
==> cell families after synthesis <==
logic type | share of synthesized area (%)
AND-OR/OR-AND | 8.681
flip-flops | 56.38
XOR/XNOR | 2.979
buffers and inverters | 3.787
adder cells (fa/ha/maj) | 2.553
other | 0.1275
AND/OR/NAND/NOR | 13.36
multiplexers | 12.13
==> cell type report <==
type                    count  area, µm²
clock inverters             7      75.07
multi-input cells         156       1171
repair buffers             26      250.2
clock buffers               9      123.9
fillers                   919       5891
well taps                 129      161.4
flip-flops and latches     66       1658
inverters                  11      41.29
==> power groups by stage <==
stage / registers (mW) / clock network, mW / logic (mW)
finish: 1.02 / 0.833 / 0.0618
global route: 1.03 / 0.900 / 0.0726
CTS: 1.02 / 0.867 / 0.0647
==> how the worst max path moves through the flow <==
stage | start | end | slack [ns] | depth (start not counted)
global route | uart_tx_inst.state[2]$_DFF_PN0_ | uart_tx_inst.tx_shift_register[1]$_DFFE_PN0P_ | 0.69 | 4
finish | uart_tx_inst.tx_out$_DFFE_PN1P_ | tx_out | 0.82 | 1
CTS | uart_tx_inst.tx_out$_DFFE_PN1P_ | tx_out | 0.79 | 1
==> synth_stat cells, types with 5 or more instances <==
cell type                 instances  area [µm²]
sky130_fd_sc_hd__a22o_1           6       52.55
sky130_fd_sc_hd__mux2i_1          9       90.09
sky130_fd_sc_hd__nand3_1         16       80.08
sky130_fd_sc_hd__xor2_1           5       43.79
sky130_fd_sc_hd__nor2_1          17       63.81
sky130_fd_sc_hd__o21ai_0         13       65.06
sky130_fd_sc_hd__a21oi_1          7       35.03
sky130_fd_sc_hd__nand2_1         15       56.30
sky130_fd_sc_hd__dfstp_2          5       131.4
sky130_fd_sc_hd__dfrtp_1         61        1526
sky130_fd_sc_hd__mux2_4          14       210.2
sky130_fd_sc_hd__xnor2_1          5       43.79
sky130_fd_sc_hd__buf_2            5       25.02
sky130_fd_sc_hd__mux2_2           5       56.30
sky130_fd_sc_hd__ha_1             6       75.07
sky130_fd_sc_hd__inv_1           11       41.29
==> metrics by stage <==
step                      hold WS, ns  power, mW  utilization [%]
after global routing           0.1414      1.999            37.14
after floorplan                0.2444      1.060                -
final                          0.1279      1.917            37.14
after CTS                      0.1274      1.954            37.14
after detailed placement       0.3468      1.106            35.02
after global placement         0.3461      1.105            35.02
Power is estimated from default activity; no workload was simulated.
